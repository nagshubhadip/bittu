==> design/flow/design.v <==
module dec(Y_L, X, G1, G2A_L, G2B_L);
input [2:0]X;   
input G1, G2A_L, G2B_L;
output reg [7:0]Y_L;   
always @(X, G1, G2A_L, G2B_L)
begin
	if(G1 == 1'b1 &&  G2A_L == 1'b0 && G2B_L == 1'b0)   
	begin
		if(X == 3'b000) Y_L = 8'b11111110;
		else if(X == 3'b001) Y_L = 8'b11111101;
		else if(X == 3'b010) Y_L = 8'b11111011;
		else if(X == 3'b011) Y_L = 8'b11110111;
		else if(X == 3'b100) Y_L = 8'b11101111;
		else if(X == 3'b101) Y_L = 8'b11011111;
		else if(X == 3'b110) Y_L = 8'b10111111;
		else if(X == 3'b111) Y_L = 8'b01111111;
	end
	else 
		Y_L = 8'b11111111;
end
endmodule
==> design/flow/run.sh <==
#!/bin/bash
# OpenROAD 26Q1-2900-gdf79404cd8, Yosys 0.63+post, stock flow scripts
make -C /OpenROAD-flow-scripts/flow DESIGN_CONFIG=/design/flow/config.mk WORK_HOME=/design/flow/orfs finish
==> design/flow/config.mk <==
export PLATFORM = sky130hd
export DESIGN_NAME = dec
export DESIGN_NICKNAME = dec
export VERILOG_FILES = /design/flow/design.v
export SDC_FILE = /design/flow/constraint.sdc
export NUM_CORES = 4
export LEC_CHECK = 1
export CORE_AREA = 10 10 70 70
export DIE_AREA = 0 0 80 80
==> design/flow/constraint.sdc <==
current_design dec

set clk_period 2.8
set clk_io_pct 0.2

create_clock -name clk0 -period $clk_period

set non_clock_inputs [all_inputs -no_clocks]
set_input_delay [expr $clk_period * $clk_io_pct] -clock clk0 $non_clock_inputs
set_output_delay [expr $clk_period * $clk_io_pct] -clock clk0 [all_outputs]
==> flow_summary.yaml <==
# generated from flow reports
routing:
  drc_errors: 0
  routed.top_layer: "met3"
  dr.pass1.iters: 2
  drt-met1-wl_um: 235
  wl_um: 571
  ant_nets: 0
  viasPerCell: 2.19
  routed-wl-met2_um: 234
  wl_met3_um: 100
  drtIter0Drc: 12
  dr_total_vias: 195
  routedWlPerCell_um: 6.42
  antennaDiodeCount: 0
grt:
  antenna_found_initial: 0
  grtUsageTotal_pct: 1.67
  grt_pass1_vias: 179
  grt.overflow.total: 0
  grt_pass1_wl_um: 883
  grt_max_degree: 6
final_timing:
  fin_crit_sh_pct: 96.2
  fin_crit_ps: 2690
  fin_setup_tns_ps: 0
  drv_slew: 0
  unclocked_regs: 8
  rsz0062_at_grt: "false"
  hold_viol: 0
  finalSetupViolCount: 0
  untimed_endpoints: 8
  fmax_mhz: 371
die:
  die-area_um2: 6400
  fp_util_pct: 6.26
  fp.dieH_um: 80
  die_width_um: 80
  core_region_area_um2: 3420
  num_rows: 21
  ioPinCount: 14
synth:
  topCellsByArea: "dlxtn_1 (56%), nor4b_4 (11%), nand2_1 (11%), and4bb_2 (5.8%), nor2b_1 (5.8%)"
  synthFlopType: "dlxtn_1"
  synth_area_leader_cell: "dlxtn_1"
  async_flop_share_pct: 0
  edf_count: 0
  common_cells: "dlxtn_1 (8), nand2_1 (6), nor2b_1 (2)"
  syn_area_um2: 214
  synth_flops: 8
  synth.top_cell.area_share_pct: 56.1
  synth.yosys.num_cells: 22
  syn-mean-instance-area_um2: 9.73
  ys_types: 9
  syn_inst: 22
  ys_area_um2: 214
  yosysWarnings: 1
  top_cell: "dlxtn_1"
power_and_ir_drop:
  power.internal_uw: 16.3
  pwr_density_cell_nw_per_um2: 55.3
  p_sw_uw: 7.93
  leakage_uw: 0.000184
  p_seq_share_pct: 23.0
  p_clk_share_pct: 0
  switching_share_pct: 32.7
  ir_worst_vdd_v: 0.00000821
  power_uw: 24.2
  comb_power_share_pct: 77.0
job:
  cap_viol_max_count: 0
  tool_warnings: 32
setup_path:
  cp-end-kind: "primary output"
  start_kind: "primary input"
  required_ps: 2240
  startpoint: "G1"
  crit_arrival_ps: 2130
  cp-endpoint: "Y_L[7]"
  path_class: "in2out"
  crit_fanout: 4
cells_and_area:
  post-route-util_pct: 12.8
  layout-drive-gt1-share_pct: 6.98
  area_growth_pct: 105
  largest_reg_flops: 8
  nFillCells: 402
placed_design:
  place.gp.congestion: 0.763
  port_buffers: 14
clocking:
  cts_setup_buffers: 0
  cts-hold-fix-buffers: 0
outcome:
  status: "finished, final reports clean"
[cells in the final DEF, fill, tap and decap left out]
cell type / synthesis / final
conb_1: 1 / 8
nor2b_1: 2 / 2
nor2_1: 1 / 1
clkdlybuf4s50_1: 0 / 11
nand2_1: 6 / 6
nand3_1: 1 / 1
dlymetal6s2s_1: 0 / 1
dlxtn_1: 8 / 8
dlygate4sd2_1: 0 / 2
and4bb_2: 1 / 1
nor4b_4: 1 / 1
nand3_2: 1 / 1
[critical path, stage by stage]
cell and delay [ps]:
clkdlybuf4s50_1 420, and4bb_2 260, nand3_1 100, dlxtn_1 340, clkdlybuf4s50_1 450
[cell type report]
cell class	instances	area (µm²)	share of cell area (%)
Multi-Input combinational cell	21	120	27.4
Sequential cell	8	120	27.4
Tap cell	46	57.6	13.1
Timing Repair Buffer	14	140	32.0
[through the flow]
| step | std cells | instance area (µm²) | setup WS [ps] |
|---|---|---|---|
| detailed placement | 89 | 438 | -39.3 |
| global route | 89 | 438 | 20.0 |
| floorplan | 29 | 240 | 1060 |
| finish | 89 | 438 | 107 |
| global placement | 89 | 438 | -36.2 |
| CTS | 89 | 435 | 31.1 |
[power by group through the flow]
| stage | combinational, µW | sequential (µW) | clock [µW] |
|---|---|---|---|
| CTS | 19.1 | 5.60 | 0 |
| global route | 20.9 | 5.72 | 0 |
| finish | 18.6 | 5.58 | 0 |
[metal layers]
layer / vias to the layer above / track usage [%]
met2: 10 / 2.89
li1: 105 / -
met5: - / 0
met3: 0 / 0.795
met4: 0 / 0
met1: 80 / 1.93
[repair_timing]
action,4_1_cts,5_1_grt
pin swaps,1,1
resized,2,1
endpoints found under the setup margin,2,1
gates cloned,0,0
[cells by family after synthesis]
group            Yosys count  share of synthesized area (%)
and+or+nand+nor           13                           42.1
latches                    8                           56.1
other                      1                           1.75
