### design/flow/config.mk
export PLATFORM = sky130hd
export DESIGN_NAME = onehot_to_bcd
export DESIGN_NICKNAME = onehot_to_bcd
export VERILOG_FILES = /design/flow/design.v
export SDC_FILE = /design/flow/constraint.sdc
export NUM_CORES = 4
export LEC_CHECK = 1
export CORE_AREA = 10 10 70 70
export DIE_AREA = 0 0 80 80
### design/flow/constraint.sdc
current_design onehot_to_bcd

set clk_period 2.6
set clk_io_pct 0.2

create_clock -name clk0 -period $clk_period

set non_clock_inputs [all_inputs -no_clocks]
set_input_delay [expr $clk_period * $clk_io_pct] -clock clk0 $non_clock_inputs
set_output_delay [expr $clk_period * $clk_io_pct] -clock clk0 [all_outputs]
### design/flow/design.v
module onehot_to_bcd(bcd_ones, bcd_tens, bcd_hund, degrees, one_hot);
input [2:0]one_hot;
output reg [3:0]bcd_ones, bcd_tens, bcd_hund;
output reg [8:0]degrees;
always @(one_hot)   
begin
	if(one_hot == 3'b000)   
	begin
		bcd_ones = 4'b0000;
		bcd_tens = 4'b0000;
		bcd_hund = 4'b0000;
		degrees = 0;
	end
	else if(one_hot == 3'b001)   
	begin
		bcd_ones = 4'b0101;
		bcd_tens = 4'b0100;
		bcd_hund = 4'b0000;
		degrees = 45;
	end
	else if(one_hot == 3'b011)   
	begin
		bcd_ones = 4'b0000;
		bcd_tens = 4'b1001;
		bcd_hund = 4'b0000;
		degrees = 90;
	end
	else if(one_hot == 3'b010)   
	begin
		bcd_ones = 4'b0101;
		bcd_tens = 4'b0011;
		bcd_hund = 4'b0001;
		degrees = 135;
	end
	else if(one_hot == 3'b110)   
	begin
		bcd_ones = 4'b0000;
		bcd_tens = 4'b1000;
		bcd_hund = 4'b0001;
		degrees = 180;
	end
	else if(one_hot == 3'b111)   
	begin
		bcd_ones = 4'b0101;
		bcd_tens = 4'b0010;
		bcd_hund = 4'b0010;
		degrees = 225;
	end
	else if(one_hot == 3'b101)   
	begin
		bcd_ones = 4'b0000;
		bcd_tens = 4'b0111;
		bcd_hund = 4'b0010;
		degrees = 270;
	end
	else if(one_hot == 3'b100)   
	begin
		bcd_ones = 4'b0101;
		bcd_tens = 4'b0001;
		bcd_hund = 4'b0011;
		degrees = 315;
	end
end
endmodule
### design/flow/run.sh
#!/bin/bash
# OpenROAD 26Q1-2900-gdf79404cd8, Yosys 0.63+post, stock flow scripts
make -C /OpenROAD-flow-scripts/flow DESIGN_CONFIG=/design/flow/config.mk WORK_HOME=/design/flow/orfs finish
==> summary.txt <==
run status: complete, no violations
global-route met1 utilization: 0.0537
fraction of power consumed by combinational cells: 0.738
ports placed on the boundary: 24
design internal power: 58.9 uW
Cell variety after synth: 23
Port-buffer cells: 20
die span in y: 80 um
RSZ-0062 raised after global routing: no
WL/cell: 10.2 um
die outline width: 80 um
yosys stat cell total: 62
setup repair bufs after CTS: 0
pin count of the biggest net entering global routing: 15
Std-Cell Core Area: 3420 um^2
leakage power total: 0.337 nW
highest ir drop seen on vdd: 26.3 uV
count of endpoints failing hold in the final timing report: 0
router iterations before antenna repair: 2
switching power share of the total: 0.362
met3 global-route usage: 0.0102
fmax: 465 MHz
Yosys warnings: 1
number of cells produced by synthesis: 62
Die ar.: 6400 um^2
total tool warning count: 38
Most Used Layer, Global Route: met2
Final Max Tran Viols: 0
total of max-cap violations: 0
Residual DRC: 0
flops out of synthesis: 14
summed standard-cell area reported by yosys: 562 um^2
first-pass GRT wire length: 2190 um
Total GRT Usage: 0.0397
net load switching power: 33.5 uW
Synth-to-Final Area Change: 36.5%
final setup violating endpoints: 0
final core utilization: 0.225
Post-Route WL: 1260 um
setup TNS after final layout: 0 ns
synthesized area: 562 um^2
share of power burned in registers: 0.262
multiplexer area fraction after synthesis: 0.0200
post-synthesis adder-cell area fraction: 0.134
XOR Share, Synth: 0
placed wire-length estimate: 1010 um
met2 capacity usage during global routing: 0.0658
register pins left without a clock: 14
number of buffers inserted for hold repair after clock tree synthesis: 0
Synth logic family: AND-OR/OR-AND gates
share of post-route cells with drive strength above 1: 0.0779
count of endpoints without a timing constraint: 31
number of rows created at floorplan: 21
post-detailed-route via-to-cell ratio: 3.62
gpl congestion: 0.734
number of global-route vias before repair: 453
fraction of power consumed by the clock network: 0
number of instances resized during post-cts repair: 0
number of DRC markers after the initial detailed-route iteration: 65
number of diodes: 0
number of routed nets with antenna violations: 0
GR Overflow Total: 0
routed vias: 445
synthesized area divided by synthesized cell count: 9.06 um^2
complex-gate fraction of the synthesized area: 0.167
Placed Cells: 123
Basic Gates by Area: 0.145
number of antenna violations at the first check in global routing: 0
P per Cell Area: 120 nW/um^2
initial cell density of the core: 0.164
final cell count without fillers: 123
placed cells by master (no fill, tap or decap), drive strengths merged, types with 3 or more instances in the layout:
master         netlist  layout
nor2b                4       4
inv                  4       4
clkdlybuf4s50        0      20
nor2                 3       3
ha                   6       6
dlxtn               14      14
conb                 1       4
per-stage QoR:
| step | total power, mW | area, um^2 |
|---|---|---|
| final | 0.0924 | 767 |
| after global routing | 0.103 | 767 |
| after CTS | 0.0931 | 767 |
| after detailed placement | 0.0925 | 767 |
| after global placement | 0.0912 | 767 |
| after floorplan | 0.0683 | 573 |
Yosys cell counts (all sizes together):
master,instances,area share
a21boi,1,0.013
a21oi,1,0.0089
a22o,1,0.016
a2bb2oi,1,0.016
buf,9,0.13
conb,1,0.0067
dlxtn,14,0.37
ha,6,0.13
inv,4,0.027
mux2,1,0.020
nand2,2,0.013
nand2b,1,0.011
nor2,3,0.020
nor2b,4,0.045
nor4,2,0.022
o21a,1,0.013
o21ai,2,0.018
o21ba,2,0.036
o221ai,2,0.031
o32ai,1,0.016
or2,2,0.022
or3,1,0.011
flip-flops by register name (all words and copies together), names as in the netlist:
register,flops
degrees,8
bcd_tens,4
bcd_hund,2
routing by layer:
metal | vias up | wire (um)
li1 | 226 | -
met5 | - | 0
met3 | 0 | 139
met1 | 204 | 584
met2 | 15 | 531
met4 | 0 | 0
cell type report:
type,instances,area (um^2)
fillers,388,2650
multi-input cells,38,277
flip-flops and latches,14,210
repair buffers,21,208
well taps,46,57.6
inverters,4,15.0
logic make-up after synthesis:
group,count (synthesis)
compound gates,12
fa+ha+maj,6
buf+inv,13
latches,14
mux,1
other cells,1
simple gates,15
power by group through the flow:
stage | logic (mW) | clock network [mW] | registers, mW
final | 0.0681 | 0 | 0.0242
after global routing | 0.0780 | 0 | 0.0251
after CTS | 0.0686 | 0 | 0.0245
No activity file was given, so power comes from the tool's default toggle rates.
