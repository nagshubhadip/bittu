==> ./design.v <==
module comb_circ(S, A, B, C, D);
input [3:0]A, B, C, D;   
output reg [4:0]S;    
always @(A, B, C, D)
begin
	if(A+B > 14)     
		S = C+D+1;
	else   
		S = C+D;
end
endmodule
==> ./run.sh <==
#!/bin/bash
# OpenROAD 26Q1-2900-gdf79404cd8, Yosys 0.63+post, stock flow scripts
make -C /OpenROAD-flow-scripts/flow DESIGN_CONFIG=/design/flow/config.mk WORK_HOME=/design/flow/orfs finish
==> ./config.mk <==
export PLATFORM = sky130hd
export DESIGN_NAME = comb_circ
export DESIGN_NICKNAME = comb_circ
export VERILOG_FILES = /design/flow/design.v
export SDC_FILE = /design/flow/constraint.sdc
export NUM_CORES = 4
export LEC_CHECK = 1
export CORE_AREA = 10 10 70 70
export DIE_AREA = 0 0 80 80
==> ./constraint.sdc <==
current_design comb_circ

set clk_period 2.8
set clk_io_pct 0.2

create_clock -name clk0 -period $clk_period

set non_clock_inputs [all_inputs -no_clocks]
set_input_delay [expr $clk_period * $clk_io_pct] -clock clk0 $non_clock_inputs
set_output_delay [expr $clk_period * $clk_io_pct] -clock clk0 [all_outputs]
==> changes_impl.md <==
### Implementation results

* Floorplan core density at 11.4%
* Status: complete, but fails checks
* Crit Path Max Fanout at 5
* First-pass GRT wire length at 1770 um
* Area Growth Syn to Fin at 95.5%
* Chip width at 80 um
* Crit. path cell count at 10
* Finished Core Util at 22.3%
* Critical path type: in2out
* Die area at 6400 um^2
* Count of final setup violators at 3
* # Cells Yosys at 43
* Max Clk Rate at 0.334 GHz
* Tool Warnings at 35
* Relative slew slack at 83.1%
* Global-route total usage across every layer at 3.22%
* Worst Setup EP: S[3]
* Vias in the first global route at 413
* Clock buffer cells at 0
* Drt wl/cell at 8.79 um
* Period minus WS final at 2.99 ns
* Register Area at 0 um^2
* CP peak stage delay at 0.38 ns
* Fin crit share at 107%
* Avg Cell Area, Syn at 9.08 um^2
* Psw at 0.0000565 W
* Mapped cell area at 390 um^2
* Synth area leader: ha_1
* Seq/Total Area, Yosys at 0%
* Top cells by count, synth: 9 x ha_1, 6 x inv_1
* Setup TNS at -0.453 ns
* Die Height at 80 um
* RSZ-0062 raised after global routing: true
* Sw frac at 36.7%
* Leak at 0.364 nW
* Pins over their slew limit at 0
* Most common cell in the netlist: ha_1
* DRC at 0
* DP Area at 711 um^2
* Total wire length at 1060 um
* Logic pwr share at 100.0%
* Dpl hpwl at 894 um
* Drt first-iter violations at 2
* Final hold slack at 1.89 ns
* Setup crit start kind: input pin
* Tightest Hold Check Type: in2out
* Via count at 406
* PortBufs at 21
* Count of cell types in the netlist at 18
* Layout cell share with drive strength beyond 1 at 38.7%
* Worst slew pin tran at 0.253 ns
* Critical-path cell list: buf_6 -> ha_4 -> fa_2 -> xor2_1 -> a31oi_2 -> a22oi_2 -> buf_4 -> mux2_4 -> xnor2_2 -> buf_2
* Required @ worst endpoint at 2.24 ns
* Vias per cell at 3.36
* Sequential fraction of design power at 0%
* CP arrival at 2.43 ns
* Ys Warns at 1
* Mapped Cells at 43
* Final Hold Fails at 0
* Top cell type's share of synthesized area at 28.8%
* Pre-antenna DRT Iters at 3
* Maximum VDD drop at 91.5 uV
* Placer Congestion at 0.811
* N_diodes at 0
* Power per standard cell area at 202 nW/um^2
* Post-route ant nets at 0
* Worst Path Buf+Inv at 3
* Total grt overflow at 0
* Setup ws final at -0.195 ns
* Initial antenna violation count at 0
* Registers at 0
* Post-CTS Hold Fix Bufs at 0
* Clk pwr share at 0%
* Pin count of the biggest net entering global routing at 6
* Top cells by area: ha_1 29%, fa_1 15%, mux2i_1 7.7%
* Maxcap violations at 0
* Crit path max-delay family: adder cells
* Crit path capture type: primary output
* Post-route design area at 763 um^2
* Standard-cell row count at 21
* Internal power at 0.0000976 W
* Top Ports at 21
* Slowest cell on the critical path: fa_2
* Failing checks: negative setup slack
* Yosys chip area at 390 um^2
* Crit path from: B[0]
* Core area at 3420 um^2
[layout make-up]
| type | count | area [um^2] |
|---|---|---|
| Fill cell | 384 | 2650 |
| Tap cell | 46 | 57.6 |
| Multi-Input combinational cell | 37 | 417 |
| Timing Repair Buffer | 32 | 267 |
| Inverter | 6 | 22.5 |
[per-layer routing]
| layer | routed length (um) | up-vias | track usage (%) |
|---|---|---|---|
| li1 | - | 213 | - |
| met1 | 609 | 175 | 5.00 |
| met2 | 359 | 18 | 4.41 |
| met3 | 94 | 0 | 1.02 |
| met4 | 0 | 0 | 0 |
| met5 | 0 | - | 0 |
[worst min-delay path, cell delays in order]
cell             delay [ns]
clkdlybuf4s50_1        0.42
inv_1                  0.06
ha_1                   0.12
xor2_1                 0.06
buf_2                  0.10
[stage by stage]
stage | setup slack (ns) | cells | total power, W
6_report | -0.195 | 121 | 0.000154
3_3_place_gp | -0.939 | 117 | 0.000149
3_5_place_dp | -0.976 | 117 | 0.000149
2_1_floorplan | 0.0158 | 43 | 0.0000652
5_1_grt | -0.338 | 121 | 0.000173
4_1_cts | -0.255 | 121 | 0.000154
[power groups by stage]
stage	clock network [W]	logic, W	registers (W)
6_report	0	0.000154	0
5_1_grt	0	0.000173	0
4_1_cts	0	0.000154	0
[worst min path at each step]
stage                 from   end  cells after the start
after CTS             D[0]  S[0]                      5
after global routing  D[0]  S[0]                      5
final                 D[0]  S[0]                      5
[cells by family after synthesis]
family	after synthesis	synth area share (%)
adders and majority gates	12	44.2
AOI/OAI and AO/OA	9	17.0
muxes	4	10.6
buffers and inverters	6	5.77
and+or+nand+nor	8	13.5
xor gates and xnor gates	4	8.98
[what timing repair did]
item / CTS / global route
setup endpoints to repair: 5 / 5
gates resized: 39 / 1
buffers inserted: 4 / 1
pin swaps: 11 / 3
[cell usage in the layout (no fill, tap or decap), drive strengths merged]
| cell type | Yosys | final |
|---|---|---|
| a21o | 3 | 3 |
| a21oi | 3 | 3 |
| a22oi | 1 | 1 |
| a31oi | 2 | 2 |
| buf | 0 | 18 |
| clkdlybuf4s15 | 0 | 2 |
| clkdlybuf4s50 | 0 | 8 |
| dlygate4sd2 | 0 | 4 |
| fa | 3 | 3 |
| ha | 9 | 9 |
| inv | 6 | 6 |
| mux2 | 1 | 1 |
| mux2i | 3 | 3 |
| nand2 | 1 | 1 |
| nand3b | 1 | 1 |
| nor2 | 3 | 3 |
| nor2b | 1 | 1 |
| or2b | 1 | 1 |
| or3b | 1 | 1 |
| xnor2 | 1 | 1 |
| xor2 | 3 | 3 |
Power figures rest on the tool's default switching activity, not on a simulated workload.
